<file path="flow/design.v">
module rgb_test (input clk,
                 output led_red);
localparam N = 24;   
reg [N:0] counter;
always @(posedge clk)
  counter <= counter + 1;
assign led_red = counter[N-2];
endmodule
</file>
<file path="flow/run.sh">
#!/bin/bash
# OpenROAD 26Q1-2900-gdf79404cd8, Yosys 0.63+post, stock flow scripts
make -C /OpenROAD-flow-scripts/flow DESIGN_CONFIG=/design/flow/config.mk WORK_HOME=/design/flow/orfs finish
</file>
<file path="flow/config.mk">
export PLATFORM = sky130hd
export DESIGN_NAME = rgb_test
export DESIGN_NICKNAME = rgb_test
export VERILOG_FILES = /design/flow/design.v
export SDC_FILE = /design/flow/constraint.sdc
export NUM_CORES = 4
export LEC_CHECK = 1
export CORE_AREA = 10 10 87 87
export DIE_AREA = 0 0 97 97
</file>
<file path="flow/constraint.sdc">
current_design rgb_test

set clk_period 4.0
set clk_io_pct 0.2

create_clock -name clk0 -period $clk_period [get_ports {clk}]

set non_clock_inputs [all_inputs -no_clocks]
set_input_delay [expr $clk_period * $clk_io_pct] -clock clk0 $non_clock_inputs
set_output_delay [expr $clk_period * $clk_io_pct] -clock clk0 [all_outputs]
</file>
==> results.json <==
{
  "outcome": "completed",
  "crit_path_max_incr_delay_ns": 0.47,
  "syn_inst": 87,
  "cts_buffers": 3,
  "num_rows": 27,
  "ys_cells": 87,
  "cts_sinks": 23,
  "globalRouteOverflowTotal": 0,
  "synth-seq-cells": 23,
  "fp_util_pct": 16.15,
  "synth_cell_types": 17,
  "grt_pass1_vias": 500,
  "drt_iter0_markers": 7,
  "power_density_nw_per_um2": 349.5,
  "gr-usage-met3_pct": 0.1433,
  "switching_share_pct": 18.82,
  "layout_top_cell": "dfxtp_1",
  "die_w_um": 97,
  "grt_max_degree": 13,
  "met1_usage_pct": 3.627,
  "clock_skew_ns": 0.002029,
  "seqPwrFrac_pct": 62.0,
  "rsz0062_at_grt": "no",
  "maxSlewHeadroom_pct": 74.30,
  "yosysWarnings": 1,
  "cts_setup_buffers": 0,
  "htree_levels": 1,
  "hpwl_um": 879.9,
  "largest_reg_flops": 23,
  "grt_pass1_wl_mm": 2.173,
  "die_height_um": 97,
  "regArea_sq_um": 460.4,
  "vias_per_cell": 3.335,
  "finalSetupViolCount": 0,
  "maxCapViolations": 0,
  "xor_share_pct": 20.19,
  "wl_per_cell_um": 7.470,
  "avgSynthCellArea_sq_um": 10.47,
  "fin_crit_sh_pct": 46.89,
  "critPathMaxFanout": 2,
  "syn_area_sq_um": 910.9,
  "num_antenna_cells": 0,
  "tns_ns": 0,
  "cp_num_buf_inv": 1,
  "regMostFlops": "counter",
  "finalHoldViolCount": 0,
  "vias": 547,
  "p_int_uw": 299.6,
  "clk_path_buf_depth": 2,
  "timing.final.max_slew_violations": 0,
  "slowest_stage": "clkdlybuf4s50_1",
  "syn_to_final_growth_pct": 15.93,
  "drc": 0,
  "wl_mm": 1.225,
  "grt_usage_pct": 2.509,
  "worstHoldPathType": "reg -> reg",
  "ys_seq_share_pct": 50.55,
  "cts_tree": "done",
  "gp_congestion": 0.7957,
  "logic_family": "simple AND/OR/NAND/NOR gates",
  "cts_resized": 0,
  "synthAoiAreaFrac_pct": 0,
  "reg_top3": "counter: 23 flops",
  "crit_type": "reg -> out",
  "busiest_layer": "met2",
  "arrival_ns": 1.08,
  "drive_above_1_share_pct": 13.04,
  "antenna_found_initial": 0,
  "peakVddDrop_mv": 0.08299,
  "chipArea_sq_um": 9409,
  "startpoint_type": "flop",
  "p_leak_uw": 0.0003935,
  "fillerInstances": 608,
  "insertion_delay_ns": 0.26,
  "crit_family": "buffers and inverters",
  "combPwrFrac_pct": 0,
  "mux_share_pct": 0,
  "max_freq_mhz": 533.2,
  "mostFrequentLayoutCells": "23 x dfxtp_1, 11 x xnor2_1, 10 x nand2_1, 10 x xor2_1, 7 x nand3_1",
  "holdBufCountCts": 0,
  "switchingPower_uw": 69.47,
  "ant_nets": 0,
  "path_clk_slew_ns": 0.08,
  "fin_crit_ns": 1.875,
  "power_uw": 369.1,
  "clockPowerShare_pct": 38.0,
  "mi_logic_area_sq_um": 442.9,
  "critPathRequiredTime_ns": 3.20,
  "yosys-stat-area_sq_um": 910.9,
  "dr.pass1.iters": 4,
  "io_buffers": 1,
  "path_cells": "clkdlybuf4s50_1",
  "warning_count": 25,
  "root_buffer": "clkbuf_8",
  "cp-end-kind": "output pin",
  "ys_sh_adder_pct": 1.374,
  "simple_gate_share_pct": 27.06,
  "boundaryPins": 2,
  "core_sq_um": 5642,
  "tightest_slew_ns": 0.3825,
  "met2_usage_pct": 3.630
}
[final timing paths]
kind | start | to | cells after the start | slack [ns]
setup / recovery | counter[22] | led_red | 1 | 2.12
hold / removal | counter[0] | counter[0] | 1 | 0.41
setup reg to reg | counter[0] | counter[20] | 5 | 2.49
hold reg to reg | counter[0] | counter[0] | 1 | 0.41
[kinds of logic after synthesis]
logic type                 Yosys count
adders and majority gates            1
DFF                                 23
buffers and inverters                2
and+or+nand+nor                     40
xor gates and xnor gates            21
[stage by stage]
stage / area [sq um] / instances / hold WS, ns / util [%] / setup WS, ns
2_1_floorplan: 910.9 / 87 / 0.3834 / - / 2.651
3_3_place_gp: 1011 / 160 / 0.3974 / 17.92 / 2.406
3_5_place_dp: 1011 / 160 / 0.4013 / 17.92 / 2.400
4_1_cts: 1056 / 164 / 0.4205 / 18.72 / 2.107
5_1_grt: 1056 / 164 / 0.4439 / 18.72 / 2.076
6_report: 1056 / 164 / 0.4147 / 18.72 / 2.125
[synth_stat cells, drive strengths merged]
master | count | area share (%)
dfxtp | 23 | 51
xnor2 | 11 | 11
nand2 | 10 | 4.1
xor2 | 10 | 9.6
nand3 | 7 | 3.8
nand4 | 6 | 6.2
nor2 | 6 | 2.5
nor3 | 4 | 3.3
nor4 | 3 | 4.1
inv | 2 | 0.82
and2 | 1 | 0.69
and3 | 1 | 0.69
ha | 1 | 1.4
or2 | 1 | 0.96
or3 | 1 | 0.69
[area by class of cell]
type,count,area share (%)
Sequential cell,23,43.60
Multi-Input combinational cell,62,41.94
Tap cell,72,8.531
Clock buffer,4,4.265
Timing Repair Buffer,1,0.9479
Inverter,2,0.7109
[power by group through the flow]
stage	logic, uW	clock network [uW]	registers (uW)
CTS	0.000186	145	229
global route	0.000186	154	229
finish	0.000186	140	229
[routing by layer]
metal	wire (um)	part of all wire, %
met5	0	0
met1	669	55
met3	5	0.41
met2	482	39
met4	68	5.6
