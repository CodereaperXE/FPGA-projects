[./config.mk]
export PLATFORM = sky130hd
export DESIGN_NAME = main
export DESIGN_NICKNAME = main
export VERILOG_FILES = /design/flow/design.v
export SDC_FILE = /design/flow/constraint.sdc
export NUM_CORES = 4
export LEC_CHECK = 1
export CORE_AREA = 10 10 100 100
export DIE_AREA = 0 0 110 110
[./constraint.sdc]
current_design main

set clk_period 4.0
set clk_io_pct 0.2

create_clock -name clk0 -period $clk_period [get_ports {CLK}]

set non_clock_inputs [all_inputs -no_clocks]
set_input_delay [expr $clk_period * $clk_io_pct] -clock clk0 $non_clock_inputs
set_output_delay [expr $clk_period * $clk_io_pct] -clock clk0 [all_outputs]
[./design.v]
module gpio(
			input clk,
			output pin
			);
	reg [23:0] counter;
	always @(posedge clk) begin
		counter <= counter + 1;
	end
	assign pin = counter[23];
endmodule
module main(
			input CLK,
			output ICE_28
			);
	gpio test(.clk(CLK),.pin(ICE_28));
endmodule
[./run.sh]
#!/bin/bash
# OpenROAD 26Q1-2900-gdf79404cd8, Yosys 0.63+post, stock flow scripts
make -C /OpenROAD-flow-scripts/flow DESIGN_CONFIG=/design/flow/config.mk WORK_HOME=/design/flow/orfs finish
==> run summary <==
Figures from the implementation reports.

- The flow ran to the end, and the final reports show no timing, DRC or antenna violations.
- The number of buffers inserted by post-CTS setup repair is 0.
- The post-cts hold-fix buffer tally reads 0.
- The area recorded from the Yosys report for this design is 950 um^2.
- The number of DRC violations after detailed-routing iteration 0 is 16.
- The average via count per standard cell reads 2.92.
- The number of buffers added on ports reads 1.
- The critical path's largest stage delay is 0.47 ns.
- Of the total synthesized cell area, the portion taken by AND, OR, NAND and NOR gates is 27.0%.
- Of the total synthesized cell area, the portion taken by AND-OR and OR-AND cells is 0%.
- The top logic cell by instance count in the layout reads dfxtp_1.
- The starting density of the core is 12.2%.
- Relative to the synthesized area, the layout overhead comes to 18.8%.
- The share of total power dissipated in combinational logic is 0%.
- The number of maximum-capacitance constraint violations reads 0.
- The via count of the first global-routing pass reads 607.
- The cell-mix breakdown from Yosys lists the XOR/XNOR area share as 20.3%.
- The share of synthesized area spent on multiplexers reads 0%.
- The HPWL after detailed placement reads 933 um.
- The first-pass GRT wire length reads 2.62 mm.
- Entering global routing, the biggest net connects 13 pins.
- Ranking logic cells in the layout by count gives the top entries dfxtp_1 (24), xnor2_1 (16), nand3_1 (11).
- The critical path startpoint category is a register.
- The worst hold path class reads reg -> reg.
- The critical path maximum fanout is 2.
- The power report puts the net switching power at 67.6 uW.
- The post-route DRC violation count is 0.
- After routing, the total negative slack on setup checks comes to 0 ns.
- The post-synth register bit count is 24.
- The max-slew headroom at the worst pin reads 70.7%.
- The die span in y is 110 um.
- The die span in x is 110 um.
- The critical path arrival is 1.07 ns.
- The largest registers in the layout are test.counter (24).
- Per the CTS log, the maximum H-tree level is 1.
- The wire length recorded after detailed routing is 1.28 mm.
- The number of sinks driven by the clock tree reads 24.
- The length of the first detailed-routing pass in iterations reads 2.
- The sequential area share after synthesis reads 50.6%.
- The number of antenna violations at the first check in global routing reads 0.
- The max-slew violation count reads 0.
- The I/O pin count is 2.
- The category of the critical setup timing path is reg -> out.
- The count of unique library cells instantiated by Yosys is 16.
- The required time of the critical path is 3.20 ns.
- The relative contribution of the clock network to total power reads 36.1%.
- Clock tree synthesis inserted a total of 3 buffers.
- The cell area after synthesis is 950 um^2.
- The largest register by flop count is test.counter.
- The post-layout total power is 373 uW.
- The part of the total power dissipated in sequential elements reads 63.9%.
- The share of total power consumed by net switching is 18.1%.
- The area share of fa/ha/maj cells after synthesis reads 1.32%.
- The overall chip area reads 12100 um^2.
- The slowest cell on the critical path reads clkdlybuf4s50_1.
- The clock passes through at most 2 buffers.
- The dominant delay contributor by cell family on the critical path is buffers and inverters.
- The reg-to-reg setup timing slack reads 2.47 ns.
- The residual overflow from global routing is 0.
- The final critical delay including setup and external delays reads 1.87 ns.
- The peak ir drop on the vdd network reads 0.131 mV.
- The cell internal power dissipation reads 306 uW.
- The layout stage reports a final design area of 1130 um^2.
- The average footprint of a synthesized cell is 11.0 um^2.
- The tally of nets with antenna violations remaining after routing reads 0.
- By area, the combinational part of the netlist is dominated by simple AND/OR/NAND/NOR gates.
- After detailed placement, the total cell area comes to 1090 um^2.
- The slew at the pin with the worst max-slew slack reads 0.438 ns.
- The final setup skew is 0.00139 ns.
- The number of buffers and inverters on the critical path is 1.
- The total number of vias reads 560.
- The number of cells in Yosys stat is 86.
- The cell type with the highest aggregate area in the netlist is dfxtp_1.
- For reference, the clock transition at the flip-flops on the worst setup and hold paths is 0.07 ns.
- The clock tree root driver cell is clkbuf_8.
- After floorplanning, the core was sized to cover 7810 um^2.
- The share of the clock period used by the worst path after layout is 46.7%.
- The endpoint kind of the worst setup timing path reads a primary output.
- Per the synthesis report, the single largest cell type by area occupies 50.6% of cell area.
- The clock insertion delay at the later pin of the skew report reads 0.26 ns.
- Across every metal layer, demand over resource in global routing totals 2.52%.
- The final design utilization is 14.5%.
- The share of layout cells above drive strength 1 is 8.89%.
- RePlAce ended its routability-driven mode at a weighted congestion of 0.682.
- The CTS tree is built.
- The final number of setup-violating endpoints reads 0.
- Setup repair after global routing left no endpoint under its margin.
- The fmax reads 0.536 GHz.
- The flip-flop count of the largest register after layout reads 24.
- Dividing total power by cell area gives a power density of 331 nW/um^2.
- The average wire per cell in the routed design reads 6.67 um.
- The number of warnings in the stage logs is 25.
- The synthesized netlist handed to floorplanning was reported with a cell count of 86.
- The layout filler cell count reads 876.
- The floorplan row count is 32.
- By area the synthesized netlist is led by dfxtp_1 (51%), xnor2_1 (15%), nand3_1 (5.8%).
- The post-cts repair resize count reads 0.
- The leakage power reads 0.000366 uW.
- Per STA, the worst path is made up of clkdlybuf4s50_1.
- The final hold violation count is 0.
- The count of yosys warnings during synthesis is 1.
- The number of antenna diodes in the final layout is 0.
## synthesized netlist by cell type
cell type and n:
xnor2_1 16, nand3_1 11, ha_1 1, nand4_1 4, inv_1 2, nor4_4 2
nor2_1 4, nor3_1 1, dfxtp_1 24, nand2_1 6, and3_1 4, and4_1 2
nand3_4 1, nor3_2 1, xor2_1 6, nand4_4 1
## power by group through the flow
stage	Clock [uW]	Sequential, uW	Combinational, uW
final	135	239	0.000151
after CTS	141	239	0.000151
after global routing	149	239	0.000151
## metrics by stage
step	hold WS, ns	setup WS, ns	cells
after floorplan	0.383	2.62	86
after CTS	0.422	2.11	192
after detailed placement	0.403	2.40	189
final	0.418	2.13	192
after global placement	0.394	2.41	189
after global routing	0.440	2.08	192
## metal layers
| metal | up-vias | routed length, um | global-route usage [%] |
|---|---|---|---|
| li1 | 308 | - | - |
| met3 | 2 | 65 | 0.823 |
| met5 | - | 0 | 0 |
| met1 | 245 | 708 | 3.38 |
| met2 | 5 | 494 | 4.06 |
| met4 | 0 | 13 | 0.186 |
## cells by family after synthesis
group         Yosys count
xor+xnor               22
fa+ha+maj               1
buf+inv                 2
flops                  24
simple gates           37
## final cells by class
type                    count  area [um^2]  share of cell area [%]
flip-flops and latches     24          480                    42.6
well taps                 102          128                    11.3
clock buffers               3         41.3                    3.66
repair buffers              1         10.0                   0.887
inverters                   2         7.51                   0.665
multi-input cells          60          462                    40.9
## path summary, 6_finish.rpt
check / to / depth (start not counted) / from
setup / recovery: ICE_28 / 1 / test.counter[23]$_DFF_P_
hold / removal: test.counter[0]$_DFF_P_ / 1 / test.counter[0]$_DFF_P_
setup reg to reg: test.counter[22]$_DFF_P_ / 5 / test.counter[0]$_DFF_P_
hold reg to reg: test.counter[0]$_DFF_P_ / 1 / test.counter[0]$_DFF_P_
## worst register-to-register path: stages, from the launching register on
cell and delay, ns:
dfxtp_1 0.38, ha_1 0.24, nand4_1 0.22, nor4_4 0.29, nand4_1 0.16, xnor2_1 0.14
Power is estimated from default activity; no workload was simulated.
