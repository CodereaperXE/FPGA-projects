==> /design/flow/design.v <==
module top(
	input clk,
	output led_red
	);
	localparam N =24;
	reg [N-1:0] counter;
	always @(posedge clk) begin
		counter <= counter + 1;
	end
	assign led_red = counter[N-1];
endmodule
==> /design/flow/run.sh <==
#!/bin/bash
# OpenROAD 26Q1-2900-gdf79404cd8, Yosys 0.63+post, stock flow scripts
make -C /OpenROAD-flow-scripts/flow DESIGN_CONFIG=/design/flow/config.mk WORK_HOME=/design/flow/orfs finish
==> /design/flow/config.mk <==
export PLATFORM = sky130hd
export DESIGN_NAME = top
export DESIGN_NICKNAME = top
export VERILOG_FILES = /design/flow/design.v
export SDC_FILE = /design/flow/constraint.sdc
export NUM_CORES = 4
export LEC_CHECK = 1
export CORE_AREA = 10 10 80 80
export DIE_AREA = 0 0 90 90
==> /design/flow/constraint.sdc <==
current_design top

set clk_period 3.2
set clk_io_pct 0.2

create_clock -name clk0 -period $clk_period [get_ports {clk}]

set non_clock_inputs [all_inputs -no_clocks]
set_input_delay [expr $clk_period * $clk_io_pct] -clock clk0 $non_clock_inputs
set_output_delay [expr $clk_period * $clk_io_pct] -clock clk0 [all_outputs]
==> run_results.csv <==
group,metric,value,unit
run_status,status,"finished clean",
floorplan,chip_area,8100,um^2
clock_network,clock.latency.late_pin,0.25,ns
clock_network,cts_buffer_depth,2,
global_routing,grt_start_max_net_pins,13,
critical_path,path_depth,1,
synthesis,syn-instance-count,83,
timing,tightest_slew,0.5039,ns
synthesis,syn_area,900.9,um^2
critical_path,path_class,"reg2out",
power_and_ir_drop,p_seq_share,64.6,%
synthesis,synth.distinct_cells,15,
synthesis,synth_area_per_cell,10.85,um^2
floorplan,fp_util,19.07,%
critical_path,crit_slowest_cell,"clkdlybuf4s50_1",
timing,tns,0,ns
power_and_ir_drop,p_int,0.3822,mW
detailed_routing,vias_per_cell,3.669,
global_routing,overflow,0,
detailed_routing,ant_nets,0,
critical_path,worstPathRequired,2.56,ns
floorplan,io_pins,2,
synthesis,yosysWarnings,1,
placed_design,placed_cell_area,994.7,um^2
global_routing,grt_pass1_wl,2.449,mm
layout,largest_reg_flops,24,
layout,syn_to_final_growth,15.00,%
critical_path,critPathLaunchType,"flip-flop",
synthesis,adder_share,1.389,%
placed_design,dpl_worst_slack,1.745,ns
detailed_routing,drt-total-wl,1.324,mm
flow_run,openroad.warnings,25,
timing,hold_viol_final,0,
power_and_ir_drop,p_switching,0.07984,mW
layout,largest_register,"counter",
critical_path,endpoint_kind,"output pin",
floorplan,die_w,90,um
flow_run,maxCapViolCount,0,
timing,fmax,0.5858,GHz
global_routing,grt_pass1_vias,555,
detailed_routing,post-route-drc-count,0,
synthesis,synthArstFlopShare,0,%
power_and_ir_drop,comb_power_share,0,%
synthesis,ff_type,"dfxtp_1",
synthesis,top_area_share,53.33,%
timing,min_period,1.707,ns
timing,post-route-period-util,53.35,%
floorplan,core,4723,um^2
detailed_routing,drt_iter0_markers,73,
power_and_ir_drop,clockPowerShare,35.4,%
clock_network,path_clk_slew,0.07,ns
min_path,holdPathStages,1,
critical_path,critPathMaxFanout,2,
global_routing,antenna_found_initial,0,
placed_design,placed_cells,151,
synthesis,logic_family,"simple AND/OR/NAND/NOR gates",
clock_network,numCtsBuffers,3,
critical_path,crit_buf_inv,1,
min_path,min_path_type,"reg2reg",
power_and_ir_drop,swShare,17.28,%
timing,finClkSkew,0.002514,ns
timing,rsz0062_at_grt,"no",
detailed_routing,vias,565,
detailed_routing,first_pass_iters,2,
synthesis,ys_sh_aoi,0,%
placed_design,place_hpwl,1.023,mm
power_and_ir_drop,ir_drop,257.1,uV
detailed_routing,wl_per_cell,8.597,um
timing,hold_ws,0.4139,ns
floorplan,rows,25,
critical_path,ff2ff_setup_slack,1.74,ns
layout,fin_util,21.93,%
synthesis,ys_sh_simple,23.47,%
critical_path,critPathTopFamily,"buffers and inverters",
clock_network,htree_levels,1,
layout,design_area,1036,um^2
timing,maxSlewViolCount,0,
global_routing,grt_usage,3.428,%
critical_path,cp.arrival,1.07,ns
floorplan,die_h,90,um
synthesis,edf_count,0,
timing,finalSetupViolCount,0,
clock_network,cts_resized,0,
layout,top_regs,"counter (24)",
synthesis,ys_seq_share,53.33,%
synthesis,ys_sh_xor,21.39,%
synthesis,most_common_cell,"dfxtp_1",
critical_path,r2r_cells,5,
timing,relSlewSlack,66.28,%
timing,fin_ws,1.493,ns
power_and_ir_drop,power_density,446.0,nW/um^2
clock_network,cts_tree,"built",
synthesis,yosys-top-cells-count,"24 x dfxtp_1, 18 x xnor2_1, 9 x nand3_1, 7 x nand2_1, 6 x nand4_1",
critical_path,cpPeakStageDelay,0.47,ns
synthesis,ys_ff,24,
placed_design,gp_congestion,0.6857,
clock_network,postCtsHoldBufs,0,
critical_path,crit_chain,"clkdlybuf4s50_1",
layout,drive_gt1_share,8.046,%
power_and_ir_drop,leakage,0.3282,nW
synthesis,yosys_area,900.9,um^2
synthesis,top_area_cell,"dfxtp_1",
layout,instances_no_fill,154,
clock_network,cts_sinks,24,
clock_network,post_cts_buffers,0,
placed_design,numPortBuffers,1,
synthesis,synthTopCellsByArea,"dfxtp_1 53%, xnor2_1 18%, nand3_1 5.0%",
clock_network,cts_root_buffer,"clkbuf_8",
power_and_ir_drop,total_power,0.4620,mW
synthesis,synthMuxAreaShare,0,%
synthesis,ys_cells,83,
detailed_routing,n_antenna_cell,0,
-- worst paths after layout --
check / to / start
hold / removal: counter[0]$_DFF_P_ / counter[0]$_DFF_P_
hold reg to reg: counter[0]$_DFF_P_ / counter[0]$_DFF_P_
setup / recovery: led_red / counter[23]$_DFF_P_
setup reg to reg: counter[18]$_DFF_P_ / counter[0]$_DFF_P_
-- kinds of logic after synthesis --
| logic type | after synthesis |
|---|---|
| simple gates | 35 |
| flops | 24 |
| xor+xnor | 22 |
| buf+inv | 1 |
| fa+ha+maj | 1 |
-- cell type report --
type,count,area (um^2)
Fill cell,484,3687
Timing Repair Buffer,1,10.01
Sequential cell,24,480.5
Clock buffer,3,41.29
Tap cell,67,83.83
Multi-Input combinational cell,58,416.7
Inverter,1,3.754
-- layout by cell type, fill, tap and decap left out --
cell              n
nand2_1           7
clkbuf_8          3
and3_1            4
nand3_2           1
and4_1            3
dfxtp_1          24
and2b_4           1
ha_1              1
inv_1             1
nor3_4            1
and3_2            1
xnor2_1          18
clkdlybuf4s50_1   1
nand3_1           9
nand4_1           6
xor2_1            4
nor2_1            2
-- per-layer routing --
metal  vias up  wire (um)  global-route usage, %
met3         2         74                  1.425
met1       261        680                  4.553
met2         5        559                  5.387
li1        297          -                      -
met5         -          0                      0
met4         0          9                 0.1326
-- power by group through the flow --
stage	Clock, mW	Combinational [mW]	Sequential [mW]
after CTS	0.168	0.000000113	0.298
after global routing	0.182	0.000000113	0.298
final	0.164	0.000000113	0.298
No activity file was given, so power comes from the tool's default toggle rates.
